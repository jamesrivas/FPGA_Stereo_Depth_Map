### /design/flow/design.v
module
	comm_fpga(
		input  wire      fx2Clk_in,        
		output reg       fx2FifoSel_out,   
		inout  wire[7:0] fx2Data_io,       
		output wire      fx2Read_out,      
		input  wire      fx2GotData_in,    
		output wire      fx2Write_out,     
		input  wire      fx2GotRoom_in,    
		output reg       fx2PktEnd_out,    
		output wire[6:0] chanAddr_out,      
		input  wire[7:0] chanData_in,       
		output reg       chanRead_out,      
		input  wire      chanGotData_in,    
		output wire[7:0] chanData_out,      
		output reg       chanWrite_out,     
		input  wire      chanGotRoom_in     
	);
	localparam[3:0] S_IDLE                    = 4'h0;
	localparam[3:0] S_GET_COUNT0              = 4'h1;
	localparam[3:0] S_GET_COUNT1              = 4'h2;
	localparam[3:0] S_GET_COUNT2              = 4'h3;
	localparam[3:0] S_GET_COUNT3              = 4'h4;
	localparam[3:0] S_BEGIN_WRITE             = 4'h5;
	localparam[3:0] S_WRITE                   = 4'h6;
	localparam[3:0] S_END_WRITE_ALIGNED       = 4'h7;
	localparam[3:0] S_END_WRITE_NONALIGNED    = 4'h8;
	localparam[3:0] S_READ                    = 4'h9;
	localparam[1:0] FIFO_READ                 = 2'b10;     
	localparam[1:0] FIFO_WRITE                = 2'b01;     
	localparam[1:0] FIFO_NOP                  = 2'b11;     
	localparam      OUT_FIFO                  = 2'b0;      
	localparam      IN_FIFO                   = 2'b1;      
	reg[3:0]        state_next, state         = S_IDLE;
	reg[1:0]        fifoOp                    = FIFO_NOP;
	reg[31:0]       count_next, count         = 32'h0;     
	reg[6:0]        addr_next, addr           = 7'h00;     
	reg             isWrite_next, isWrite     = 1'b0;      
	reg             isAligned_next, isAligned = 1'b0;      
	reg[7:0]        dataOut;                               
	reg             driveBus;                              
	always @(posedge fx2Clk_in)
	begin
		state <= state_next;
		count <= count_next;
		addr <= addr_next;
		isWrite <= isWrite_next;
		isAligned <= isAligned_next;
	end
	always @*
	begin
		state_next = state;
		count_next = count;
		addr_next = addr;
		isWrite_next = isWrite;        
		isAligned_next = isAligned;    
		dataOut = 8'h00;
		driveBus = 1'b0;               
		fifoOp = FIFO_READ;            
		fx2PktEnd_out = 1'b1;          
		chanRead_out = 1'b0;
		chanWrite_out = 1'b0;
		case ( state )
			S_GET_COUNT0:
				begin
					fx2FifoSel_out = OUT_FIFO;   
					if ( fx2GotData_in == 1'b1 )
						begin
							count_next[31:24] = fx2Data_io;
							state_next = S_GET_COUNT1;
						end
				end
			S_GET_COUNT1:
				begin
					fx2FifoSel_out = OUT_FIFO;   
					if ( fx2GotData_in == 1'b1 )
						begin
							count_next[23:16] = fx2Data_io;
							state_next = S_GET_COUNT2;
						end
				end
			S_GET_COUNT2:
				begin
					fx2FifoSel_out = OUT_FIFO;   
					if ( fx2GotData_in == 1'b1 )
						begin
							count_next[15:8] = fx2Data_io;
							state_next = S_GET_COUNT3;
						end
				end
			S_GET_COUNT3:
				begin
					fx2FifoSel_out = OUT_FIFO;   
					if ( fx2GotData_in == 1'b1 )
						begin
							count_next[7:0] = fx2Data_io;
							if ( isWrite == 1'b1 )
								state_next = S_BEGIN_WRITE;
							else
								state_next = S_READ;
						end
				end
			S_BEGIN_WRITE:
				begin
					fx2FifoSel_out = IN_FIFO;    
					fifoOp = FIFO_NOP;
					if ( count[8:0] == 9'b000000000 )
						isAligned_next = 1'b1;
					else
						isAligned_next = 1'b0;
					state_next = S_WRITE;
				end
			S_WRITE:
				begin
					fx2FifoSel_out = IN_FIFO;    
					if ( fx2GotRoom_in == 1'b1 && chanGotData_in == 1'b1 )
						begin
							fifoOp = FIFO_WRITE;
							dataOut = chanData_in;
							driveBus = 1'b1;
							chanRead_out = 1'b1;
							count_next = count - 1;
							if ( count == 32'h1 )
								begin
									if ( isAligned == 1'b1 )
										state_next = S_END_WRITE_ALIGNED;   
									else
										state_next = S_END_WRITE_NONALIGNED;   
								end
						end
					else
						fifoOp = FIFO_NOP;
				end
			S_END_WRITE_ALIGNED:
				begin
					fx2FifoSel_out = IN_FIFO;    
					fifoOp = FIFO_NOP;
					state_next = S_IDLE;
				end
			S_END_WRITE_NONALIGNED:
				begin
					fx2FifoSel_out = IN_FIFO;    
					fifoOp = FIFO_NOP;
					fx2PktEnd_out = 1'b0;        
					state_next = S_IDLE;
				end
			S_READ:
				begin
					fx2FifoSel_out = OUT_FIFO;   
					if ( fx2GotData_in == 1'b1 && chanGotRoom_in == 1'b1 )
						begin
							chanWrite_out = 1'b1;
							count_next = count - 1;
							if ( count == 32'h1 )
								state_next = S_IDLE;
						end
					else
						fifoOp = FIFO_NOP;
				end
			default:
				begin
					fx2FifoSel_out = OUT_FIFO;   
					if ( fx2GotData_in == 1'b1 )
						begin
							addr_next = fx2Data_io[6:0];
							isWrite_next = fx2Data_io[7];
							state_next = S_GET_COUNT0;
						end
				end
		endcase
	end
	assign fx2Read_out = fifoOp[0];
	assign fx2Write_out = fifoOp[1];
	assign chanAddr_out = addr;
	assign chanData_out = fx2Data_io;
	assign fx2Data_io = driveBus ? dataOut : 8'hZZ;
endmodule
`timescale 1ns / 1ps
module AbsoluteDifference(
	input wire [num_bits*window_size-1:0] in1,
	input wire [num_bits*window_size-1:0] in2,
	input wire clock,
	input wire reset_n,
	output wire [num_bits*window_size-1:0] out
    );
	parameter window_size=5;
	parameter num_bits=8;
	genvar i;
	generate	
		for (i=0; i<window_size; i=i+1)
		begin: abs_dif
			Subtractor #(num_bits) s1 (
				.in1		(in1[num_bits*i+:num_bits]),
				.in2		(in2[num_bits*i+:num_bits]),
				.clock	(clock),
				.reset_n	(reset_n),
				.out		(out[num_bits*i+:num_bits])
			);
		end
	endgenerate
endmodule
`timescale 1ns / 1ps
module Subtractor(
	input wire clock,
	input wire reset_n,
	input wire [num_bits-1:0] in1,
	input wire [num_bits-1:0] in2,	
	output reg [num_bits-1:0] out
    );
	initial
	begin
		out = 0;
	end
	parameter num_bits=8;
	always @(posedge clock or negedge reset_n)
	begin: abs_diff
		if(~reset_n)
			out = 0;
		else
		begin
			if (in1>in2)
			begin
				out=in1-in2;
			end
			else
			begin
				out=in2-in1;
			end
		end
	end
endmodule
### /design/flow/run.sh
#!/bin/bash
# OpenROAD 26Q1-2900-gdf79404cd8, Yosys 0.63+post, stock flow scripts
make -C /OpenROAD-flow-scripts/flow DESIGN_CONFIG=/design/flow/config.mk WORK_HOME=/design/flow/orfs finish
### /design/flow/config.mk
export PLATFORM = sky130hd
export DESIGN_NAME = AbsoluteDifference
export DESIGN_NICKNAME = AbsoluteDifference
export VERILOG_FILES = /design/flow/design.v
export SDC_FILE = /design/flow/constraint.sdc
export NUM_CORES = 4
export LEC_CHECK = 1
export CORE_UTILIZATION = 40
### /design/flow/constraint.sdc
current_design AbsoluteDifference

set clk_period 1.0
set clk_io_pct 0.2

create_clock -name clk0 -period $clk_period [get_ports {clock}]

set non_clock_inputs [all_inputs -no_clocks]
set_input_delay [expr $clk_period * $clk_io_pct] -clock clk0 $non_clock_inputs
set_output_delay [expr $clk_period * $clk_io_pct] -clock clk0 [all_outputs]
==> results.json <==
{
  "cts_inserted_buffers": 5,
  "edf_count": 0,
  "hold_viol": 40,
  "cts_sinks": 40,
  "clkPwrFrac_pct": 15.6,
  "ys_chip_area_um2": 4360,
  "syn2layout_area_growth_pct": 65.6,
  "top_area_cell": "dfrtp_1",
  "synth.cell_area_um2": 4360,
  "fin_util_pct": 69.0,
  "grt_pass1_vias": 4073,
  "drc": 0,
  "vias_per_cell": 4.92,
  "fp-row-count": 37,
  "cts_root_buf": "clkbuf_8",
  "powerDensity_nw_per_um2": 974,
  "status": "finished with violations",
  "common_cells": "inv_1, ha_1, dfrtp_1",
  "maxSlewHeadroom_pct": 67.3,
  "seqPwrFrac_pct": 30.4,
  "post-route-min-period_ps": 1700,
  "gp_congestion": 0.895,
  "synthMuxAreaShare_pct": 8.03,
  "combinationalPowerShare_pct": 53.9,
  "yosys-stat-cells": 475,
  "postSynthSeqShare_pct": 22.9,
  "ys.flop_type": "dfrtp_1",
  "p_int_uw": 4770,
  "fin_ws_ps": -697,
  "power.leakage_uw": 0.00359,
  "wirelength_um": 11100,
  "fp_util_pct": 41.7,
  "num_vias": 4249,
  "chipArea_um2": 11300,
  "p_switching_uw": 2260,
  "syn_area_per_cell_um2": 9.18,
  "finalSetupViolations": 35,
  "crit_arrival_ps": 1900,
  "synth.distinct_cells": 26,
  "switching_share_pct": 32.1,
  "grt_usage_pct": 19.8,
  "cts_buffer_depth": 2,
  "drv_slew": 0,
  "async_reset_ff_share_pct": 100,
  "hold_ws_ps": -133,
  "clk_pin_slew_ps": 80,
  "largest_register_ffs": 40,
  "yosysMostFrequentCell": "inv_1",
  "die_h_um": 106,
  "crit_fanout": 7,
  "required_ps": 1200,
  "final_cell_area_um2": 7220,
  "top_cells_by_area": "dfrtp_1, ha_1, mux2i_1, inv_1, fa_1",
  "antenna_found_initial": 3,
  "fa_ha_area_share_pct": 26.1,
  "yosysWarnings": 2,
  "top_cell_area_share_pct": 22.9,
  "dp_hpwl_um": 8450,
  "openroad.warnings": 65,
  "critPathKind": "in2reg",
  "portBuffers": 121,
  "die-width_um": 106,
  "total_power_uw": 7030,
  "crit_path_end_kind": "register",
  "fmax_mhz": 589,
  "synth_simple_gate_area_share_pct": 5.65,
  "first_pass_iters": 4,
  "overflow": 0,
  "synth_flops": 40,
  "min_path_type": "in2async",
  "compound_area_share_pct": 19.6,
  "core_area_um2": 10500,
  "place_inst": 831,
  "cp-start-kind": "input pin",
  "ant_nets": 0,
  "grt_max_degree": 41,
  "vdd_drop_max_uv": 617,
  "xor_share_pct": 6.02,
  "netlist_instances": 475,
  "period_used_pct": 170,
  "worstMarginPinSlew_ps": 486,
  "drv_cap": 0,
  "layout-drive-gt1-share_pct": 46.1,
  "cts_tree": "yes",
  "dr.first_iter.drc_count": 129,
  "fin_cells": 863,
  "rsz0062_at_grt": "true",
  "grt_pass1_wl_um": 18200,
  "wl_per_cell_um": 12.8,
  "pin_count": 122,
  "cts_max_level": 2,
  "top_logic_kind": "adder cells",
  "violations": "hold timing, setup timing",
  "place_area_um2": 6650
}
==> how the worst max path moves through the flow <==
stage / start / endpoint / cells after the start
5_1_grt: in1[32] / abs_dif[4].s1.out[7]$_DFF_PN0_ / 10
6_report: in1[24] / abs_dif[3].s1.out[5]$_DFF_PN0_ / 10
4_1_cts: in1[24] / abs_dif[3].s1.out[5]$_DFF_PN0_ / 10
==> power groups by stage <==
| stage | logic (uW) | clock network [uW] | registers (uW) |
|---|---|---|---|
| after CTS | 3570 | 1160 | 2150 |
| after global routing | 4160 | 1240 | 2180 |
| final | 3790 | 1100 | 2140 |
==> cell type report <==
type | count | area, um2
inverter | 80 | 338
tap | 136 | 170
clock buffer | 6 | 82.6
timing repair buffer | 266 | 2120
antenna | 3 | 7.51
fill | 790 | 3240
sequential | 40 | 1000
clock inverter | 2 | 10.0
multi-input combinational | 330 | 3490
==> metal layers <==
metal | global-route usage, % | routed length [um] | up-vias
met2 | 34.1 | 5260 | 121
met5 | 0 | 0 | -
met1 | 28.0 | 5100 | 1986
met3 | 3.13 | 670 | 9
met4 | 0.978 | 55 | 0
li1 | - | - | 2133
==> logic make-up after synthesis <==
| group | Yosys count |
|---|---|
| flip-flops | 40 |
| multiplexers | 35 |
| XOR/XNOR | 30 |
| AND/OR/NAND/NOR | 50 |
| AND-OR/OR-AND | 130 |
| adder cells (fa/ha/maj) | 85 |
| buffers and inverters | 105 |
==> critical path: stages <==
cell	delay, ps
buf_8	90
inv_8	30
ha_4	150
fa_2	350
nand3b_1	190
a21oi_2	140
o22a_1	180
buf_12	140
mux2i_4	210
xor2_1	200
==> per-stage QoR <==
step	setup WS (ps)	setup TNS, ps
3_5_place_dp	-1500	-51460
6_report	-697	-22080
3_3_place_gp	-1470	-50440
2_1_floorplan	-709	-23760
4_1_cts	-692	-21780
5_1_grt	-773	-25460
==> timing repair <==
item	4_1_cts	5_1_grt
gates cloned	0	0
setup buffers	14	8
hold endpoints to repair	40	40
endpoints found under the setup margin	76	60
resized	351	41
pin swaps	64	29
==> layout by cell type (no fill, tap or decap), types with 13 or more instances in the layout <==
cell | Yosys | routed
nand2_1 | 20 | 20
dlygate4sd2_1 | 0 | 58
a21oi_1 | 25 | 15
mux2i_2 | 0 | 13
a21o_1 | 17 | 17
buf_2 | 11 | 43
ha_1 | 75 | 33
xor2_1 | 20 | 20
inv_1 | 80 | 43
mux2i_1 | 35 | 19
buf_4 | 0 | 135
dfrtp_1 | 40 | 40
ha_4 | 0 | 36
inv_2 | 0 | 32
o21ai_0 | 30 | 21
a31oi_1 | 20 | 20
Power and IR drop assume default switching activity.
