File: config.mk
export PLATFORM = sky130hd
export DESIGN_NAME = ram_counters
export DESIGN_NICKNAME = ram_counters
export VERILOG_FILES = /design/flow/design.v
export SDC_FILE = /design/flow/constraint.sdc
export NUM_CORES = 4
export LEC_CHECK = 1
export CORE_UTILIZATION = 50
File: design.v
module
	comm_fpga(
		input  wire      fx2Clk_in,        
		output reg       fx2FifoSel_out,   
		inout  wire[7:0] fx2Data_io,       
		output wire      fx2Read_out,      
		input  wire      fx2GotData_in,    
		output wire      fx2Write_out,     
		input  wire      fx2GotRoom_in,    
		output reg       fx2PktEnd_out,    
		output wire[6:0] chanAddr_out,      
		input  wire[7:0] chanData_in,       
		output reg       chanRead_out,      
		input  wire      chanGotData_in,    
		output wire[7:0] chanData_out,      
		output reg       chanWrite_out,     
		input  wire      chanGotRoom_in     
	);
	localparam[3:0] S_IDLE                    = 4'h0;
	localparam[3:0] S_GET_COUNT0              = 4'h1;
	localparam[3:0] S_GET_COUNT1              = 4'h2;
	localparam[3:0] S_GET_COUNT2              = 4'h3;
	localparam[3:0] S_GET_COUNT3              = 4'h4;
	localparam[3:0] S_BEGIN_WRITE             = 4'h5;
	localparam[3:0] S_WRITE                   = 4'h6;
	localparam[3:0] S_END_WRITE_ALIGNED       = 4'h7;
	localparam[3:0] S_END_WRITE_NONALIGNED    = 4'h8;
	localparam[3:0] S_READ                    = 4'h9;
	localparam[1:0] FIFO_READ                 = 2'b10;     
	localparam[1:0] FIFO_WRITE                = 2'b01;     
	localparam[1:0] FIFO_NOP                  = 2'b11;     
	localparam      OUT_FIFO                  = 2'b0;      
	localparam      IN_FIFO                   = 2'b1;      
	reg[3:0]        state_next, state         = S_IDLE;
	reg[1:0]        fifoOp                    = FIFO_NOP;
	reg[31:0]       count_next, count         = 32'h0;     
	reg[6:0]        addr_next, addr           = 7'h00;     
	reg             isWrite_next, isWrite     = 1'b0;      
	reg             isAligned_next, isAligned = 1'b0;      
	reg[7:0]        dataOut;                               
	reg             driveBus;                              
	always @(posedge fx2Clk_in)
	begin
		state <= state_next;
		count <= count_next;
		addr <= addr_next;
		isWrite <= isWrite_next;
		isAligned <= isAligned_next;
	end
	always @*
	begin
		state_next = state;
		count_next = count;
		addr_next = addr;
		isWrite_next = isWrite;        
		isAligned_next = isAligned;    
		dataOut = 8'h00;
		driveBus = 1'b0;               
		fifoOp = FIFO_READ;            
		fx2PktEnd_out = 1'b1;          
		chanRead_out = 1'b0;
		chanWrite_out = 1'b0;
		case ( state )
			S_GET_COUNT0:
				begin
					fx2FifoSel_out = OUT_FIFO;   
					if ( fx2GotData_in == 1'b1 )
						begin
							count_next[31:24] = fx2Data_io;
							state_next = S_GET_COUNT1;
						end
				end
			S_GET_COUNT1:
				begin
					fx2FifoSel_out = OUT_FIFO;   
					if ( fx2GotData_in == 1'b1 )
						begin
							count_next[23:16] = fx2Data_io;
							state_next = S_GET_COUNT2;
						end
				end
			S_GET_COUNT2:
				begin
					fx2FifoSel_out = OUT_FIFO;   
					if ( fx2GotData_in == 1'b1 )
						begin
							count_next[15:8] = fx2Data_io;
							state_next = S_GET_COUNT3;
						end
				end
			S_GET_COUNT3:
				begin
					fx2FifoSel_out = OUT_FIFO;   
					if ( fx2GotData_in == 1'b1 )
						begin
							count_next[7:0] = fx2Data_io;
							if ( isWrite == 1'b1 )
								state_next = S_BEGIN_WRITE;
							else
								state_next = S_READ;
						end
				end
			S_BEGIN_WRITE:
				begin
					fx2FifoSel_out = IN_FIFO;    
					fifoOp = FIFO_NOP;
					if ( count[8:0] == 9'b000000000 )
						isAligned_next = 1'b1;
					else
						isAligned_next = 1'b0;
					state_next = S_WRITE;
				end
			S_WRITE:
				begin
					fx2FifoSel_out = IN_FIFO;    
					if ( fx2GotRoom_in == 1'b1 && chanGotData_in == 1'b1 )
						begin
							fifoOp = FIFO_WRITE;
							dataOut = chanData_in;
							driveBus = 1'b1;
							chanRead_out = 1'b1;
							count_next = count - 1;
							if ( count == 32'h1 )
								begin
									if ( isAligned == 1'b1 )
										state_next = S_END_WRITE_ALIGNED;   
									else
										state_next = S_END_WRITE_NONALIGNED;   
								end
						end
					else
						fifoOp = FIFO_NOP;
				end
			S_END_WRITE_ALIGNED:
				begin
					fx2FifoSel_out = IN_FIFO;    
					fifoOp = FIFO_NOP;
					state_next = S_IDLE;
				end
			S_END_WRITE_NONALIGNED:
				begin
					fx2FifoSel_out = IN_FIFO;    
					fifoOp = FIFO_NOP;
					fx2PktEnd_out = 1'b0;        
					state_next = S_IDLE;
				end
			S_READ:
				begin
					fx2FifoSel_out = OUT_FIFO;   
					if ( fx2GotData_in == 1'b1 && chanGotRoom_in == 1'b1 )
						begin
							chanWrite_out = 1'b1;
							count_next = count - 1;
							if ( count == 32'h1 )
								state_next = S_IDLE;
						end
					else
						fifoOp = FIFO_NOP;
				end
			default:
				begin
					fx2FifoSel_out = OUT_FIFO;   
					if ( fx2GotData_in == 1'b1 )
						begin
							addr_next = fx2Data_io[6:0];
							isWrite_next = fx2Data_io[7];
							state_next = S_GET_COUNT0;
						end
				end
		endcase
	end
	assign fx2Read_out = fifoOp[0];
	assign fx2Write_out = fifoOp[1];
	assign chanAddr_out = addr;
	assign chanData_out = fx2Data_io;
	assign fx2Data_io = driveBus ? dataOut : 8'hZZ;
endmodule
`timescale 1ns / 1ps
module left_counter(
   	input wire rea,
		input wire clock,
		output reg read_enable,
		output reg [9:0] addrb
    );
	reg [4:0] cycle;
	reg [9:0] count; 
	reg running;
	initial
	begin
		cycle <= 0;
		count <= 1;
		addrb <= 0;
		running <= 0;
		read_enable <= 0;
	end
	always @(posedge clock)
	begin
		if (running == 0)
		begin
			if (rea==1)
			begin
				running <= 1;
				read_enable <= 1;
			end
		end
		else
		begin
			if (cycle == 16)
			begin
				cycle <= 0;
				count <= 1;
				addrb <= 0;
				running <= 0;
				read_enable <= 0;
			end
			else
			begin			
				if (count == 643)
				begin
					addrb <= count;
					cycle <= cycle+1'b1;
					count <= 0;
				end
				else
				begin
					addrb <= count;
					count <= count+1'b1;				
				end
			end
		end
	end
endmodule
`timescale 1ns / 1ps
module ram_counters(
   input wire clock,
	input wire reset_n,
	input wire read_start,  
	output wire read_enable,
	output reg [9:0] address_left_1,   
	output reg [9:0] address_right_1,  
	output reg [9:0] address_right_2,  
	output reg [9:0] address_right_3,  
	output reg [9:0] address_right_4   
    );
	wire [9:0] address_left;
	wire [9:0] address_right;
	initial
	begin
		address_left_1  <= 0;
		address_right_1 <= 0;
		address_right_2 <= 1;
		address_right_3 <= 2;
		address_right_4 <= 3;
	end
	left_counter l_count (
		.rea				(read_start), 
		.clock			(clock),
		.read_enable	(read_enable),
		.addrb			(address_left)
	);
	right_counter r_count (
		.rea		(read_start), 
		.clock	(clock),
		.addrb	(address_right)
	);
	always @(address_left, address_right, reset_n)
	begin
		if(~reset_n)
		begin
			address_left_1  <= 0;
			address_right_1 <= 0;
			address_right_2 <= 1;
			address_right_3 <= 2;
			address_right_4 <= 3;
		end
		else
		begin
			address_left_1  <= address_left;
			address_right_1 <= address_right;
			address_right_2 <= address_right+2'b01;
			address_right_3 <= address_right+2'b10;
			address_right_4 <= address_right+2'b11;
		end
	end
endmodule
`timescale 1ns / 1ps
module right_counter(
		input wire rea,
		input wire clock,
		output reg [9:0] addrb
    );
	reg [4:0] cycle;
	reg [9:0] count; 
	reg running;
	initial
	begin
		cycle <= 0;
		count <= 1;
		addrb <= 0;
		running <= 0;
	end
	always @(posedge clock)
	begin
		if (running == 0)
		begin
			if (rea == 1)
			begin
				running <= 1;
			end
		end
		else
		begin
			if (cycle == 16)
			begin
				cycle <= 0;
				count <= 1;
				addrb <= 0;
				running <= 0;
			end
			else
			begin
				if (count == 643+cycle*3'b100)
				begin
					addrb <= count;
					cycle <= cycle+1'b1;
					count <= (cycle+1'b1)*3'b100;
				end
				else
				begin
					addrb <= count;
					count <= count+1'b1;
				end
			end
		end
	end
endmodule
File: constraint.sdc
current_design ram_counters

set clk_period 3.8
set clk_io_pct 0.2

create_clock -name clk0 -period $clk_period [get_ports {clock}]

set non_clock_inputs [all_inputs -no_clocks]
set_input_delay [expr $clk_period * $clk_io_pct] -clock clk0 $non_clock_inputs
set_output_delay [expr $clk_period * $clk_io_pct] -clock clk0 [all_outputs]
File: run.sh
#!/bin/bash
# OpenROAD 26Q1-2900-gdf79404cd8, Yosys 0.63+post, stock flow scripts
make -C /OpenROAD-flow-scripts/flow DESIGN_CONFIG=/design/flow/config.mk WORK_HOME=/design/flow/orfs finish
==> Slide: Implementation Results <==
Implementation Results

Pwr
  • Clock power frac: between 15 and 20%
  • Total chip power: around 0.0023 W
  • NetSw: about 0.00067 W
  • Power Density: approximately 570 nW/um2
  • LEAKAGE: between 1 and 1.5 nW
  • IR drop worst, VDD: 0.000298 V
  • Internal: approximately 0.0016 W
  • Logic pwr share: between 30% and 40%
  • Switching Share: just under 30%
  • Sequential share of power: roughly 50%

CTS
  • CTS tree: done
  • Sink Count: between 50 and 60
  • Clk root buf: clkbuf_8
  • Clock Tree Buf Depth: 2
  • # hold bufs at CTS: 0
  • H-tree level count: 2
  • Post-CTS Setup Bufs: 0
  • CTS Buf Count: 5
  • # resized after CTS: 0
  • Clk slew on worst S/H paths: roughly 80 ps
  • Clock insertion delay at the later pin of the skew report: approximately 300 ps

Run
  • Tool warnings: 30
  • Max-cap violation count: 0

Setup path
  • Critical Path AT: approximately 2500 ps
  • Worst-path fanout max: 10
  • CP Launch Type: flip-flop
  • Critical Setup Path Class: reg2out
  • Worst r2r src: r_count.count[0]
  • RR Endpoint: r_count.cycle[0]
  • Worst Setup End Kind: output port
  • Reg2Reg Setup Slack: approximately 1600 ps
  • Crit path DRT: ~3000 ps
  • R2R depth: 5

Final layout
  • Final Non-Filler Cells: 444
  • Cell area after layout: 3980 um2
  • Area growth from synthesis to layout: 20.0%
  • Top cells excl fill/tap: clkdlybuf4s50_1 (53), edfxtp_1 (51), and2_1 (44)
  • Share of layout cells above drive strength 1: under 10%
  • Most numerous logic cell after layout: clkdlybuf4s50_1

Min path
  • Worst Hold Path EP: r_count.addrb[9]
  • Hold path start: r_count.count[9]
  • Tightest Hold Check Type: reg2reg
  • Hold path cells: 1

Final timing
  • Unrepaired setup endpoints after global routing: no
  • Cycle use final: between 80% and 90%
  • Final setup vio count: 0
  • Final hold slack: 624 ps
  • Fin. Hold Viols: 0
  • Max Clock Skew: 4.69 ps
  • Worst slew pin tran: roughly 430 ps
  • Max-slew violations: 0
  • Minimum clock period: roughly 3200 ps
  • Fmax: 0.312 GHz
  • Rel. slew slack: 70.9%
  • Fin Setup TNS: 0 ps

Logic synthesis
  • Netlist Area Pre-Place: about 3300 um2
  • YS chip area: 3320 um2
  • Register share after synthesis: a little under half
  • Number of cells in the yosys synthesis report: roughly 320
  • Yosys cell types: between 40 and 50
  • Synth Instances: 321
  • Yosys warns: 4
  • Mapped Avg Cell Area: 10.3 um2
  • Number of synthesized register bits: about 53

Run status
  • Status: complete, no violations

Global route
  • Tot GR Track Use: 18.4%
  • First-pass GRT wire length: just under 10000 um
  • Met3 Usage GRT: 3.82%
  • Met2 Track Usage GR: between 20% and 30%
  • Number of global-route vias before repair: between 2000 and 2500
  • Gr busiest metal: met1
  • Gr ovfl total: 0
  • Largest net degree at the start of global routing: about 46
  • Initial antenna violation count: 0
  • GR Layer Usage met1: between 30% and 40%

Detailed routing
  • Iter 0 DRT Violations: 82
  • TritonRoute pass-1 iters: 4
  • ANT nets after route: 0
  • DR DRC count: 0
  • Via count: between 2000 and 2500
  • DRT Wirelength: approximately 5700 um
  • Routed WL per cell: roughly 13 um
  • Antenna Cells: 0
  • Vias per cell: between 5 and 6

Placement
  • DP Area: 3870 um2
  • Input/output buffers: roughly 53
  • Final Wtd Congestion: slightly above 0.8
  • Post-DP HPWL: between 4000 and 5000 um
  • Placed cells: ~440

Floorplanning
  • Core area: around 6400 um2
  • DIE WIDTH: about 83 um
  • Ports: 54
  • Chip area: between 6000 and 7000 um2
  • Die height: between 80 and 90 um
  • Fp_density: 52.0%
  • Site Rows: 29
-- layer usage --
metal  share of wire, %  wire length (um)
met5                  0                 0
met4                1.1                60
met3                5.3               304
met2                 43              2440
met1                 51              2880
-- how the worst max path moves through the flow --
stage                            start            endpoint  slack [ps]  depth (start not counted)
after CTS             r_count.addrb[2]  address_right_2[9]         570                          5
after global routing  r_count.addrb[2]  address_right_2[9]         430                          5
final                 r_count.addrb[2]  address_right_2[9]         590                          5
-- critical path, cell delays in order, from the launching register on --
cell and delay, ps:
edfxtp_1 560, ha_1 320, nand4_1 230, or3_1 400
a21boi_0 170, clkdlybuf4s50_1 480
-- layout make-up --
cell class                 instances  area [um2]
fill                             535        2400
multi-input combinational        237        1590
sequential                        53        1570
timing repair buffer              57         561
tap                               77        96.3
clock buffer                       7        86.3
inverter                          12        45.0
clock inverter                     1        30.0
-- cells in the mapped netlist --
cell	number	area [um2]
xor2_1	21	184
and4bb_2	1	12.5
or2_2	1	6.26
nand2_1	14	52.6
clkbuf_1	5	18.8
o21ai_1	1	5.00
nor3b_1	1	7.51
nor3_1	8	40.0
a21oi_1	9	45.0
nor4_4	1	21.3
ha_1	10	125
inv_1	12	45.0
a31o_2	1	8.76
buf_2	8	40.0
a21boi_0	8	60.1
mux2_2	1	11.3
nand4_1	7	43.8
a211oi_1	1	7.51
dfxtp_1	2	40.0
xnor2_1	19	166
buf_6	2	22.5
nand3_1	17	85.1
and2_4	1	8.76
buf_4	3	22.5
clkbuf_2	1	5.00
and3_1	4	25.0
nor3b_2	1	12.5
nor2b_1	15	93.8
nand4b_1	1	8.76
nand4bb_1	1	11.3
o21ai_0	8	40.0
edfxtp_1	51	1530
and2_1	44	275
o21bai_1	1	7.51
nor4_1	1	6.26
a2bb2oi_1	1	8.76
or3_1	8	50.1
nand2b_1	2	12.5
o31ai_2	3	37.5
nor2_1	21	78.8
and4_1	4	35.0
-- power groups by stage --
| stage | logic, W | clock network, W | registers [W] |
|---|---|---|---|
| after global routing | 0.000863 | 0.000417 | 0.00115 |
| after CTS | 0.000766 | 0.000398 | 0.00111 |
| final | 0.000757 | 0.000385 | 0.00111 |
-- kinds of logic (layout without fill, tap and decap cells) --
family,after synthesis,in the layout,share of synthesized area (%)
AND/OR/NAND/NOR,153,153,26.7
flip-flops,53,53,47.3
XOR/XNOR,40,40,10.6
AND-OR/OR-AND,33,33,6.63
buffers and inverters,31,77,4.64
adder cells (fa/ha/maj),10,10,3.77
multiplexers,1,1,0.339
-- stage by stage --
step	utilization [%]	setup WS, ps
floorplan	-	1710
global placement	60.6	813
detailed placement	60.6	799
CTS	62.4	566
global route	62.4	429
finish	62.4	592
-- state kept, by name (all words and copies together), names as in the netlist --
signal               cells
l_count.addrb           10
l_count.count           10
r_count.addrb           10
r_count.count           10
l_count.cycle            5
r_count.cycle            5
l_count.read_enable      1
l_count.running          1
r_count.running          1
No activity file was given, so power comes from the tool's default toggle rates.
